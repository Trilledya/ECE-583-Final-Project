--- ./design.v ---
`timescale 1ns / 1ps
module Buttons (
input wire clk,
input left,
input right,
input up,
input down,
output reg [3:0] movement
);
    always@(posedge clk) begin
        if(left == 1) begin 
            movement <= 4'b0001;  
        end 
        else if(right == 1) begin 
            movement <= 4'b0010;  
        end 
        else if(up == 1) begin 
            movement <= 4'b0100;  
        end 
        else if(down == 1) begin 
            movement <=4'b1000;  
        end 
        else begin 
            movement <= movement;  
        end 
    end
endmodule
module ClockDivider(
input wire clk,
output reg VGA_clk
);
    integer check = 3;
    integer a = 0;
	always@(posedge clk)
    begin 
        if(a<check) begin
            a <= a + 1;
            VGA_clk <= 0;
        end
        else begin
            a <= 0;
            VGA_clk <= 1;
        end
	end
endmodule
`timescale 1ns/1ps
module RandomPoint(VGA_clk, randX, randY);
	input VGA_clk;
	output reg [9:0]randX;
	output reg [8:0]randY;
	reg [5:0]pointX, pointY = 10;
	always @(posedge VGA_clk)
		pointX <= pointX + 2;	
	always @(posedge VGA_clk)
		pointY <= pointY + 1;
	always @(posedge VGA_clk)
	begin	
		if(pointX>62)
			randX <= 620;
		else if (pointX<2)
			randX <= 20;
		else
			randX <= (pointX * 10);
	end
	always @(posedge VGA_clk)
	begin	
		if(pointY>469)
			randY <= 460;
		else if (pointY<2)
			randY <= 20;
		else
			randY <= (pointY * 10);
	end
endmodule
`timescale 1ns / 1ps
module SNAKECLOCK(
input wire clk,
output reg update_clk
);
    reg [21:0] check;
    always @ (posedge clk) begin
        if(check < 4000000) begin
            check <= check + 1;
            update_clk <= 0;
        end
        else begin 
            check <= 0;
            update_clk <= 1;
        end
    end
endmodule
  module Snake (
  input wire clk,
  input reset, left, right, up, down,
  output h_sync, v_sync,
  output reg [3:0] red, green, blue
  );
  wire VGA_clk;
  wire update_clock; 
  wire[9:0] CountxAxis;
  wire[9:0] CountyAxis;
  wire[3:0] movement;
  wire[9:0] randX;
  reg[9:0] randomX;
  wire[8:0] randY;
  reg[8:0] randomY;
  wire displayArea;
  reg [9:0] appleX;
  reg [9:0] appleY;
  reg inX, inY;
  reg [9:0] snakeX[0:10];
  reg [8:0] snakeY[0:10];
  reg [9:0] headX;
  reg [9:0] headY;
  reg snake;
  reg stop;
  reg gameOver;
  reg SnakeHead;
  reg apple;
  reg border;
  reg R, G, B;
  ClockDivider VGAclkDivider(clk, VGA_clk);
  SNAKECLOCK UpdateSnakeMovementCLK(clk, update_clock);
  VGA VGAoutput(VGA_clk, CountxAxis, CountyAxis, displayArea, h_sync, v_sync);
  RandomPoint randompointgen(VGA_clk, randX, randY);
  Buttons buttonInpu(clk,left,right,up,down,movement);
  always @(*) begin 
  randomX = randX;
   randomY = randY;
   end
  always @(posedge VGA_clk) begin
          inX <= (CountxAxis > appleX & CountxAxis < (appleX + 10));
          inY <= (CountyAxis > appleY & CountyAxis < (appleY + 10));
          apple <= inX & inY;
  end
  always@(posedge VGA_clk) begin
         border <= (((CountxAxis >= 0) & (CountxAxis < 15) | (CountxAxis >= 630) & (CountxAxis < 641)) | ((CountyAxis >= 0) & (CountyAxis < 15) | (CountyAxis >= 465) & (CountyAxis < 481)));
  end
  always@(posedge VGA_clk) begin    
      if(reset) begin
        appleX = 350;
        appleY = 300;
      end 
     if(apple & SnakeHead) begin 
        appleX <= randomX % 400;
        appleY <= randomY % 250;
     end                        
  end
  always@(posedge update_clock) begin
  snakeX[10] <= snakeX[9];
  snakeY[10] <= snakeY[9];
  snakeX[9] <= snakeX[8];
  snakeY[9] <= snakeY[8];
  snakeX[8] <= snakeX[7];
  snakeY[8] <= snakeY[7];
  snakeX[7] <= snakeX[6];
  snakeY[7] <= snakeY[6];
  snakeX[6] <= snakeX[5];
  snakeY[6] <= snakeY[5];
  snakeX[5] <= snakeX[4];
  snakeY[5] <= snakeY[4];
  snakeX[4] <= snakeX[3];
  snakeY[4] <= snakeY[3];
  snakeX[3] <= snakeX[2];
  snakeY[3] <= snakeY[2];
  snakeX[2] <= snakeX[1];
  snakeY[2] <= snakeY[1];
  snakeX[1] <= snakeX[0];
  snakeY[1] <= snakeY[0];
  if(movement == 4'b0001) begin snakeX[0] = snakeX[0] - 5; end  
     else if (movement == 4'b0010) begin snakeX[0] = snakeX[0] + 5; end  
     else if (movement == 4'b0100) begin snakeY[0] = snakeY[0] - 5; end  
     else if(movement == 4'b1000) begin snakeY[0] = snakeY[0] + 5; end  
  end
always@(posedge VGA_clk) begin
    snake = ((CountxAxis > snakeX[1] & CountxAxis < snakeX[10]+10) & (CountyAxis > snakeY[1] & CountyAxis < snakeY[10]+10));
end   
always@(posedge VGA_clk) begin
     SnakeHead  <= (CountxAxis > snakeX[0] & CountxAxis < (snakeX[0]+10)) & (CountyAxis > snakeY[0] & CountyAxis < (snakeY[0]+10));
end
always @(posedge VGA_clk) begin
   if((border & (snake|SnakeHead)) | reset) gameOver<=1;
   else gameOver=0;
end
always @(*) begin        
R = (displayArea & (apple & ~gameOver));
G = (displayArea & (snake & ~gameOver));
B = (displayArea & (border | SnakeHead | gameOver));
end
always@(posedge VGA_clk) begin       
       red = {4{R}};
       green = {4{G}};
       blue = {4{B}};
end          
endmodule 
`timescale 1ns / 1ps
	module VGA(
	input wire VGA_clk,
	output reg [9:0] CountxAxis, CountyAxis, 
	output reg displayArea,
    output VGA_hSync, VGA_vSync
    ); 
    reg p_hSync, p_vSync;
	integer porchHF = 640;  
	integer syncH = 656; 
	integer porchHB = 752;  
	integer maxH = 800;  
	integer porchVF = 480;  
	integer syncV = 490;  
	integer porchVB = 492;  
	integer maxV = 525;  
	always@(posedge VGA_clk)
    begin
		if(CountxAxis == maxH)
			CountxAxis <= 0;
		else
			CountxAxis <= CountxAxis + 1'b1;
	end
	always@(posedge VGA_clk)
    begin
		if(CountxAxis == maxH)
    begin
			if(CountyAxis == maxV)
				CountyAxis <= 0;
			else
			CountyAxis <= CountyAxis + 1'b1;
		end
	end
	always@(posedge VGA_clk)
    begin
		displayArea <= ((CountxAxis < porchHF) && (CountyAxis < porchVF)); 
	end
	always@(posedge VGA_clk)
    begin
		p_hSync <= ((CountxAxis >= syncH) && (CountxAxis < porchHB)); 
		p_vSync <= ((CountyAxis >= syncV) && (CountyAxis < porchVB)); 
	end
	assign VGA_vSync = ~p_vSync; 
	assign VGA_hSync = ~p_hSync;
endmodule		
--- ./run.sh ---
#!/bin/bash
# OpenROAD 26Q1-2900-gdf79404cd8, Yosys 0.63+post, stock flow scripts
make -C /OpenROAD-flow-scripts/flow DESIGN_CONFIG=/design/flow/config.mk WORK_HOME=/design/flow/orfs finish
--- ./config.mk ---
export PLATFORM = sky130hd
export DESIGN_NAME = Snake
export DESIGN_NICKNAME = Snake
export VERILOG_FILES = /design/flow/design.v
export SDC_FILE = /design/flow/constraint.sdc
export NUM_CORES = 4
export LEC_CHECK = 1
export CORE_UTILIZATION = 50
--- ./constraint.sdc ---
current_design Snake

set clk_period 4.7
set clk_io_pct 0.2

create_clock -name clk0 -period $clk_period [get_ports {clk}]

set non_clock_inputs [all_inputs -no_clocks]
set_input_delay [expr $clk_period * $clk_io_pct] -clock clk0 $non_clock_inputs
set_output_delay [expr $clk_period * $clk_io_pct] -clock clk0 [all_outputs]
==> run_results.csv <==
group,metric,value,unit
outcome,outcome,"completed",
synthesis,yosysUniqueCellTypes,68,
layout,comb_area,6310,sq um
setup_path,cp_slowest_cell,"nor4_4",
synthesis,adder_share,14.0,%
floorplanning,die_h,169,um
drt,wl,22.9,mm
drt,diodes,0,
synthesis,synth_seq_share,51.5,%
cts,ctsResizeCount,0,
synthesis,edf_count,44,
cts,cts_max_path_buffers,2,
synthesis,top_cell,"dfxtp_1",
synthesis,flop_cell,"dfxtp_1",
synthesis,ys_sh_simple,14.7,%
final_timing,finalCritPeriodShare,45.3,%
final_timing,slew_headroom,48.6,%
place,dpl_cell_area,14500,sq um
floorplanning,initCoreUtil,51.5,%
floorplanning,chipArea,28600,sq um
final_timing,skew,0.00425,ns
floorplanning,die_w,169,um
cts,root_buffer,"clkbuf_16",
setup_path,ff2ff_setup_slack,2.57,ns
place,gp_congestion,0.852,
global_route,met1_usage,30.2,%
worst_hold_path,min_path_type,"reg2reg",
synthesis,ys_sh_xor,7.77,%
synthesis,ys_area,14000,sq um
cts,cts-hold-fix-buffers,0,
drt,viasPerCell,5.06,
global_route,grt_start_max_net_pins,103,
worst_hold_path,hp-start,"UpdateSnakeMovementCLK.check[0]$_SDFF_PP0_",
drt,ant_nets,0,
place,dpl.hpwl,17.4,mm
cts,cts_htree_levels,3,
drt,wl_per_cell,13.5,um
synthesis,yosys.area.top_type_share,42.1,%
cts,cts_setup_buffers,0,
place,io_buffer_count,19,
floorplanning,core-area,27200,sq um
power_and_ir_drop,p_leak,6.48,nW
drt,via_count,8584,
setup_path,reg2reg_from,"VGAclkDivider.a[0]$_SDFF_PP0_",
synthesis,common_cells,"dfxtp_1 (294), ha_1 (152), nor2_1 (124)",
synthesis,area_leaders,"dfxtp_1 (42%), ha_1 (14%), edfxtp_1 (9.4%), xnor2_1 (4.0%), xor2_1 (3.8%)",
synthesis,syn_inst,1313,
setup_path,worst-setup-path-type,"reg2reg",
worst_hold_path,hold_depth,1,
setup_path,critPathMaxFanout,7,
setup_path,ff2ff_path_depth,6,
synthesis,ys_cells,1313,
drt,dr.pass1.iters,4,
power_and_ir_drop,p_comb_share,4.7,%
global_route,grt_use_met2,26.1,%
drt,drtIter0Drc,311,
synthesis,syn_area,14000,sq um
cts,clock_latency,0.32,ns
final_timing,unclocked_pins,278,
global_route,grt_pass1_wl,39.6,mm
setup_path,crit_arrival,2.37,ns
layout,seqCellArea,7210,sq um
power_and_ir_drop,p_seq_share,41.8,%
global_route,top_usage_layer,"met1",
synthesis,yosys.area_share.aoi,8.41,%
synthesis,yosys_warnings,8,
setup_path,cp_cell_sequence,"ha_1 -> nand4_1 -> nor4_4 -> nand3_4 -> or3_1 -> a21oi_1",
drt,drc,0,
global_route,grt_pass1_vias,8043,
layout,drive_gt1_share,3.17,%
final_timing,hold_viol_final,0,
final_timing,finalSetupViolCount,0,
place,dp_cells,1680,
layout,design_area,14900,sq um
global_route,overflow,0,
synthesis,ys_seq_elements,338,
final_timing,tightest_slew,0.768,ns
power_and_ir_drop,p_int,1.00,mW
setup_path,cp-start-kind,"flop",
setup_path,end_kind,"flop",
final_timing,fmax,469,MHz
worst_hold_path,min_to,"UpdateSnakeMovementCLK.check[0]$_SDFF_PP0_",
final_timing,slew_viol_final,0,
final_timing,post-route-min-period,2.13,ns
global_route,grt.total_usage,17.5,%
cts,clkTransAtPathRegs,0.05,ns
cts,cts_tree,"built",
flow_run,maxCapViolations,0,
flow_run,tool_warnings,38,
synthesis,syn_area_per_cell,10.6,sq um
final_timing,rsz0062_at_grt,"false",
floorplanning,io_pins,20,
power_and_ir_drop,power_switching,0.250,mW
setup_path,cp.required,4.94,ns
floorplanning,row_count,60,
layout,finalNonFillerCells,1696,
synthesis,ys_sh_mux,0.143,%
cts,cts_buffers,9,
setup_path,critPathMaxStageDelay,0.56,ns
synthesis,yosys.area.top_type,"dfxtp_1",
power_and_ir_drop,p_per_area,84.4,nW/um^2
layout,area_growth,6.28,%
setup_path,regToRegEndpoint,"VGAclkDivider.a[26]$_SDFF_PP0_",
final_timing,setup_tns,0,ns
power_and_ir_drop,power.clock.fraction,53.5,%
synthesis,ys_async_sr_fraction,0,%
global_route,grt_util_met3,1.88,%
synthesis,synth.logic.top_family,"simple AND/OR/NAND/NOR gates",
power_and_ir_drop,power_switching_share,20.0,%
global_route,antenna_found_initial,0,
power_and_ir_drop,ir_drop,0.000263,V
layout,nFillCells,2381,
final_timing,untimed_endpoints,336,
==> sequential cells by signal, indices dropped and copies added, names as in the netlist, 4 cells and up <==
signal,count
snakeX,110
appleY,9
VGAoutput.CountyAxis,10
appleX,6
buttonInpu.movement,4
randompointgen.pointY,6
VGAclkDivider.a,32
randompointgen.pointX,5
snakeY,99
VGAoutput.CountxAxis,10
randompointgen.randY,8
UpdateSnakeMovementCLK.check,22
==> final cells by class <==
type | instances | area share [%]
clock buffer | 13 | 1.83
clock inverter | 3 | 0.286
inverter | 84 | 2.12
multi-input combinational | 860 | 42.5
sequential | 338 | 48.5
tap | 372 | 3.13
timing repair buffer | 26 | 1.63
==> critical path: cells and delay by family, from the launching register on <==
family,cells,cell delay [ns]
AND/OR/NAND/NOR,4,1.29
AND-OR/OR-AND,1,0.14
adder cells (fa/ha/maj),1,0.26
flip-flops,1,0.36
==> layout by cell type (no fill, tap or decap), types with 10 or more instances in the layout <==
| cell | instances |
|---|---|
| edfxtp_1 | 44 |
| xor2_1 | 60 |
| nand2b_1 | 11 |
| nand2_1 | 57 |
| xnor2_1 | 64 |
| ha_1 | 152 |
| o21ai_0 | 53 |
| nor2_1 | 124 |
| clkdlybuf4s50_1 | 19 |
| nor3_1 | 26 |
| a21oi_1 | 48 |
| dfxtp_1 | 292 |
| and3_1 | 16 |
| nor4_1 | 12 |
| clkbuf_16 | 10 |
| nor2b_1 | 17 |
| nand3_1 | 49 |
| a211oi_1 | 11 |
| nand4_1 | 26 |
| inv_1 | 84 |
| a21o_1 | 11 |
==> power groups by stage <==
stage | sequential (mW) | combinational, mW | clock [mW]
after CTS | 0.524 | 0.0594 | 0.693
after global routing | 0.523 | 0.0674 | 0.718
final | 0.524 | 0.0591 | 0.671
==> metrics by stage <==
| stage | total power [mW] | util, % | worst slack, ns | hold WS [ns] |
|---|---|---|---|---|
| finish | 1.25 | 54.7 | 2.57 | 0.439 |
| global route | 1.31 | 54.7 | 2.40 | 0.478 |
| global placement | 0.592 | 53.5 | 2.67 | 0.435 |
| floorplan | 0.578 | - | 2.86 | 0.413 |
| detailed placement | 0.593 | 53.5 | 2.59 | 0.434 |
| CTS | 1.28 | 54.7 | 2.57 | 0.445 |
==> cells by family (layout without fill, tap and decap cells) <==
family	after synthesis	after routing
xor+xnor	124	124
simple gates	393	393
fa+ha+maj	155	155
buf+inv	115	126
compound gates	186	186
flops	338	338
mux	2	2
==> per-layer routing <==
layer,vias to the layer above,share of wire [%]
li1,4575,-
met1,3922,54
met2,78,43
met3,9,2.9
met4,0,0.32
met5,-,0
==> worst max path at each step <==
stage / slack [ns] / endpoint / cells past startpoint / startpoint
CTS: 2.57 / VGAclkDivider.a[26]$_SDFF_PP0_ / 6 / VGAclkDivider.a[0]$_SDFF_PP0_
global route: 2.40 / VGAclkDivider.a[26]$_SDFF_PP0_ / 6 / VGAclkDivider.a[0]$_SDFF_PP0_
finish: 2.57 / VGAclkDivider.a[26]$_SDFF_PP0_ / 6 / VGAclkDivider.a[0]$_SDFF_PP0_
Power and IR drop assume default switching activity.
